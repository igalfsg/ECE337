### ./config.mk
export PLATFORM = sky130hd
export DESIGN_NAME = timer
export DESIGN_NICKNAME = timer
export VERILOG_FILES = /design/flow/design.v
export SDC_FILE = /design/flow/constraint.sdc
export NUM_CORES = 4
export LEC_CHECK = 1
export CORE_AREA = 10 10 72 72
export DIE_AREA = 0 0 82 82
### ./run.sh
#!/bin/bash
# OpenROAD 26Q1-2900-gdf79404cd8, Yosys 0.63+post, stock flow scripts
make -C /OpenROAD-flow-scripts/flow DESIGN_CONFIG=/design/flow/config.mk WORK_HOME=/design/flow/orfs finish
### ./constraint.sdc
current_design timer

set clk_period 2.5
set clk_io_pct 0.2

create_clock -name clk0 -period $clk_period [get_ports {clk}]

set non_clock_inputs [all_inputs -no_clocks]
set_input_delay [expr $clk_period * $clk_io_pct] -clock clk0 $non_clock_inputs
set_output_delay [expr $clk_period * $clk_io_pct] -clock clk0 [all_outputs]
### ./design.v
module flex_counter
#(
parameter NUM_CNT_BITS = 4
)
(
	input wire clk,
	input wire n_rst, clear,
	input wire count_enable,	
	input reg [NUM_CNT_BITS-1:0]rollover_val,
	output wire [NUM_CNT_BITS-1:0]count_out,
	output wire rollover_flag
);
reg [NUM_CNT_BITS-1:0]ahora;
reg [NUM_CNT_BITS-1:0]sig;
reg rollover_flagr;
reg cur_flag;
always_ff @ (posedge clk, negedge n_rst)
begin  
	if(1'b0 == n_rst)
	begin
		ahora[NUM_CNT_BITS-1:0] <= '0;
		cur_flag <= '0;
	end
	else
	begin
		ahora<=sig; 
		cur_flag <=  rollover_flagr;
	end
end
always_comb 
begin
	if (clear == 1'b1)
	begin
		sig = '0;
		rollover_flagr = 1'b0;
	end
	else
	begin
		if (count_enable == 1)
		begin
			sig = ahora + 1;
			if (sig == (rollover_val))
			begin
				rollover_flagr = 1'b1;
			end
			else if (sig > (rollover_val))
			begin
				rollover_flagr = 1'b0;
				sig = 1;
			end
			else
			begin
				rollover_flagr = 1'b0;
			end
		end
		else
		begin
			sig = ahora;
			if (sig >= (rollover_val))
			begin
				rollover_flagr = 1'b1;
			end
			else
			begin
				rollover_flagr = 1'b0;
			end
		end
	end
end
assign count_out = ahora;
assign rollover_flag = cur_flag;
endmodule
module timer(
input wire clk,
input wire n_rst,
input wire enable_timer,
output wire shift_strobe,
output wire packet_done);
reg q;
always_ff @ (posedge clk, negedge n_rst)
begin  
if(n_rst == 0)
q <= 0;
else
q <= enable_timer;
end
flex_counter #(4) nom (.clk(clk), .n_rst(n_rst), .count_enable(q), .clear(packet_done), .rollover_val(4'b1010), .rollover_flag(shift_strobe));
flex_counter #(4) nomnom (.clk(clk), .n_rst(n_rst), .count_enable(shift_strobe), .clear(packet_done), .rollover_val(4'b1001), .rollover_flag(packet_done)); 
endmodule
==> design notes <==
Entering global routing, the biggest net connects 12 pins. Traced cell by cell, the critical path runs through clkdlybuf4s50_1. The number of antenna violations at the first check in global routing is 0. Looking at the critical path, the highest net fanout was 11. For the setup TNS after final layout, the log shows 0 ps. Die boundary height: 82 um. The final critical path takes up 72.39% of the cycle. With the first-pass detailed-route iteration total at 4, the total standard cell area after synthesis is 785.8 sq um. The routed design shows a via density per instance of 4.489. The final report lists the setup-violating endpoint count as 0. The run gives 1 for the number of H-tree levels. The top cell type by area accounts for 35.03% of the synthesized area.

5 I/O pins were placed. The flow ran to the end, and the final reports show no timing, DRC or antenna violations. In this run, synthesis inferred 0 flip-flops with an integrated enable. STA classifies the critical path endpoint as an output pin. Total of warnings raised by yosys: 2. Recorded from the global router log, the overflow total was 0. The gate family responsible for the most delay along the worst path was flip-flops. The number of cells reported by Yosys stat comes to 86. The final worst-path setup slack was 690.3 ps. Hold repair after CTS inserted 0 buffers.

Setup repair after global routing left no endpoint under its margin. According to the hold report, the worst path is of the in -> async type. The run gives 82 um for the floorplan die width. In the final routed layout, each cell accounts on average for 10.05 um.

The instance tally after logic synthesis came out at 86. The OpenROAD report gives the critical path a data arrival time of 1310 ps. For the final instance count without filler cells, the log shows 137. Per the final layout report, the fraction of cells sized above drive strength 1 comes to 6.742%. The shortest period the worst path allows is 1810 ps, and the reported max-cap violation count is 0.

With the worst-case vdd ir drop at 0.0002581 V, the number of cells in the design after placement is 133. For the final max-slew violation count, the log shows 0. The logs give 4.916 ps for the worst setup skew after layout and 0.0003763 uW for the reported leakage power. The run gives 4 for the count of buffers inserted at the top-level ports. The script parses the final routing iteration and logs DRC violations as 0. The total power per unit cell area is 927.7 nW/um^2.

Compared with the post-synthesis result, the final layout area differs by 15.61%. For the overall global routing resource usage, the log shows 4.267%. The critical path startpoint is nomnom.cur_flag.

The tools report the number of sinks driven by the clock tree as 11. Largest area contributor in the synthesized netlist: sky130_fd_sc_hd__dfrtp_1. For reference, the post-synthesis area per instance comes to 9.137 sq um. The critical path is of the reg -> out type.

Wire length after detailed routing: 1377 um. In the post-synthesis netlist, the biggest area contributors are sky130_fd_sc_hd__dfrtp_1, sky130_fd_sc_hd__ha_1, sky130_fd_sc_hd__a21oi_1, sky130_fd_sc_hd__xnor2_1, sky130_fd_sc_hd__nand3_1. The run gives 11 for the register bit count reported by yosys.

Summing over every cut layer, the via total after detailed routing is 615. The run gives 3689 sq um for the standard cell core area. The pre-CTS setup check shows a worst slack of 932.2 ps. The category of the worst setup path launch point is a flip-flop. The tightest hold path in the finished design has a slack of 589.0 ps. TritonCTS built the clock tree.

The latest clock arrival within the worst-skew pair is 230 ps, and the sequential element share of the synthesized area is 35.03%. The detail route stage leaves a number of antenna-violating nets equal to 0. Dominant cell by count in the synthesized netlist: sky130_fd_sc_hd__dfrtp_1.

Checking max transition, the worst relative margin is 68.51%. With the final weighted congestion in routability-driven placement at 0.8194, the transition at the pin with the smallest max-transition slack is 470.8 ps. The run gives 53 as the number of DRC markers after the initial detailed-route iteration. For reference, the final report shows the hold violation count at 0.

The sum of internal, switching and leakage power was 842.7 uW; the buffer levels on the longest clock path was 2. For reference, the top cells by count after synthesis are sky130_fd_sc_hd__dfrtp_1, sky130_fd_sc_hd__a21oi_1, sky130_fd_sc_hd__ha_1. The launch point of the worst register-to-register path is recorded as nom.ahora[1].

The clock slew at the register clock pins of the worst setup and hold paths works out to 50 ps. The root cell of the clock tree is sky130_fd_sc_hd__clkbuf_8. With the estimated wirelength of the detail-placed design at 991.9 um, the final antenna diode count is 0. Among all flip-flop cells after synthesis, the most frequent one is sky130_fd_sc_hd__dfrtp_1.

The run gives 1 for the number of buffers and inverters on the critical path. The tools report the overall die area as 6724 sq um. The run gives 0.5526 GHz for the peak clock frequency supported by timing.

The report lists the number of cells resized after CTS as 0. Per the TritonCTS log, the buffer count is 3. The floorplan utilization is 21.30%, and the wire length of the first global-routing pass is 2428 um.

Yosys reported that registers with async set or reset make up 100.0%. The tools report the via count of the first global-routing pass as 525. The timing report gives the biggest stage delay along the critical path as 540 ps. For this design, the slowest cell found on the critical path is sky130_fd_sc_hd__dfrtp_1.

Number of setup buffers added after CTS: 0. After synthesis, the netlist uses 32 different library cells. The required time at the worst endpoint is listed as 2000 ps.

Across all stage logs, warnings added up to 31. For this run, the chip area from Yosys synthesis comes to 785.8 sq um. For reference, the placement row count at floorplan is 22.
power by group:
| group | total [uW] | leakage [uW] | internal, uW | switching (uW) |
|---|---|---|---|---|
| logic | 342 | 0.000216 | 174 | 168 |
| registers | 327 | 0.000137 | 223 | 105 |
| clock network | 174 | 0.0000228 | 112 | 62.0 |
cell usage in the layout, fill, tap and decap left out, drive strengths merged, types with 3 or more instances in the layout:
cell / Yosys / layout
a21oi: 10 / 10
clkbuf: 1 / 4
clkdlybuf4s50: 0 / 4
dfrtp: 11 / 11
ha: 8 / 8
inv: 5 / 5
nand2: 5 / 5
nand3: 5 / 5
nor2: 5 / 5
o21ai: 3 / 3
xnor2: 5 / 5
sequential cells by signal (all words and copies together), names as in the netlist:
name,count
nom.ahora,4
nomnom.ahora,4
nom.cur_flag,1
nomnom.cur_flag,1
q,1
per-layer routing:
layer / GRT usage [%] / vias to the layer above / share of wire (%)
met1: 6.516 / 302 / 50
met2: 5.721 / 7 / 43
met4: 1.361 / 0 / 2.0
li1: - / 304 / -
met5: 0 / - / 0
met3: 0.9912 / 2 / 4.6
area by class of cell:
type	count	area [sq um]
flip-flops and latches	11	275.3
clock buffers	4	45.04
well taps	48	60.06
multi-input cells	65	469.2
repair buffers	4	40.04
fillers	389	2780
inverters	5	18.77
cells by family (layout without fill, tap and decap cells):
| group | Yosys count | after routing | share of synthesized area [%] |
|---|---|---|---|
| mux | 1 | 1 | 1.274 |
| buf+inv | 10 | 13 | 5.254 |
| flops | 11 | 11 | 35.03 |
| xor+xnor | 6 | 6 | 6.688 |
| fa+ha+maj | 8 | 8 | 12.74 |
| compound gates | 23 | 23 | 18.95 |
| simple gates | 27 | 27 | 20.07 |
stage by stage:
stage,cell area [sq um],util (%)
after global routing,908.4,24.63
after detailed placement,863.3,23.41
after floorplan,785.8,-
after global placement,863.3,23.41
final,908.4,24.63
after CTS,908.4,24.63
final timing paths:
| path | end | slack, ps | depth (start not counted) |
|---|---|---|---|
| worst max-delay path | packet_done | 690 | 1 |
| worst min-delay path | nom.ahora[0] | 590 | 1 |
| worst max register to register | nom.ahora[0] | 910 | 5 |
| worst min register to register | nomnom.ahora[1] | 630 | 2 |
| max in group asynchronous | nomnom.ahora[1] | 1590 | 1 |
| min in group clk0 | nomnom.ahora[1] | 630 | 2 |
Power and IR drop assume default switching activity.
